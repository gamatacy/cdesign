--- flow/config.mk ---
export PLATFORM = sky130hd
export DESIGN_NAME = bcd2bin
export DESIGN_NICKNAME = bcd2bin
export VERILOG_FILES = /design/flow/design.v
export SDC_FILE = /design/flow/constraint.sdc
export NUM_CORES = 4
export LEC_CHECK = 1
export CORE_AREA = 10 10 70 70
export DIE_AREA = 0 0 80 80
--- flow/constraint.sdc ---
current_design bcd2bin

set clk_period 2.0
set clk_io_pct 0.2

create_clock -name clk0 -period $clk_period

set non_clock_inputs [all_inputs -no_clocks]
set_input_delay [expr $clk_period * $clk_io_pct] -clock clk0 $non_clock_inputs
set_output_delay [expr $clk_period * $clk_io_pct] -clock clk0 [all_outputs]
--- flow/design.v ---
module bcd2bin
   (
    input wire [3:0] bcd1, bcd0,
    output wire [6:0] bin
   );
   assign bin = (bcd1 * 4'b1010) + {3'b0, bcd0};
endmodule
--- flow/run.sh ---
#!/bin/bash
# OpenROAD 26Q1-2900-gdf79404cd8, Yosys 0.63+post, stock flow scripts
make -C /OpenROAD-flow-scripts/flow DESIGN_CONFIG=/design/flow/config.mk WORK_HOME=/design/flow/orfs finish
==> impl_metrics.toml <==
# implementation run metrics
[logic_synthesis]
yosys_warnings = 0
synth_cells = 22
yosys-top-cells-area = "sky130_fd_sc_hd__ha_1 40%, sky130_fd_sc_hd__fa_1 18%, sky130_fd_sc_hd__xnor2_1 12%, sky130_fd_sc_hd__a21oi_2 8.0%, sky130_fd_sc_hd__xor2_1 8.0%"
synth.lib_cells_used.distinct = 9
synth-seq-area-share = 0
syn_area_um2 = 220
synth_area_leader_cell = "sky130_fd_sc_hd__ha_1"
post_synth.cell_area_avg_um2 = 10.0
ys_cells = 22
synth.yosys.chip_area_um2 = 220
largest_type_area_fraction = 0.398

[floorplanning]
fp_util = 0.0645
die_area_um2 = 6400
placementRows = 21
placeableCoreArea_um2 = 3420
num_io_pins = 15
die_h_um = 80
die_width_um = 80

[critical_path]
timing.critical_path.fanout_max = 2
timing.critical_path.slowest_stage_cell = "sky130_fd_sc_hd__fa_1"
cp_slowest_stage_delay_ns = 0.50
worst-endpoint-required_ns = 1.60
crit_path_cell_trace = "buf_8, ha_4, ha_4, fa_1, buf_4, nand2_2, a21oi_2, xnor2_1, buf_2"
critical_path.most_common_cell = "sky130_fd_sc_hd__ha_4"
startpoint_type = "input pin"
cp.arrival_ns = 1.91
critical_path.startpoint = "bcd1[3]"
critical_path_class = "in2out"
timing.critical_path.to_type = "output pin"

[global_routing]
initial_antenna_violation_count = 0
overflow = 0
groute.usage.overall = 0.0274
grt_max_degree = 4
grt_pass1_wl_mm = 1.46
first_global_vias = 300

[detailed_routing]
detailroute.via_count = 244
diodes = 0
drc_errors = 0
via_per_inst = 2.68
detail-route-antenna-nets = 0
first_iter_violations = 1
detail_route.wirelength_um = 838
detailedRoute.firstPassIterationCount = 2
routedWlPerCell_um = 9.21

[power]
netSwitchingFraction = 0.372
p_leak_nw = 0.235
worst_ir_drop_vdd_uv = 89.4
combinationalPowerShare = 1.000
clockPowerShare = 0
cellInternalPower_w = 0.000119
switching_power_summed_over_all_nets_w = 0.0000703
p_seq_frac = 0
cellPowerDensity_nw_per_um2 = 325

[cells_and_area]
mostFrequentLayoutCell = "sky130_fd_sc_hd__buf_4"
flow.area_growth_from_synthesis_pct = 164
filler_cell_count = 394
num-clock-buffers = 0
drive_gt1_frac = 0.756
nFlopsAndLatches = 0
post_layout_nonfiller_instances = 91
layout_top_cells = "11 x sky130_fd_sc_hd__buf_4, 6 x sky130_fd_sc_hd__ha_4"
register_area_um2 = 0

[min_path]
hold_end = "bin[0]"
whs_path_depth = 0
timing.hold.worst.start = "bcd0[0]"
min-delay-path-class = "in2out"

[job]
timing.max_cap.violations = 0
stage_log_warnings = 35

[place]
finalWeightedCongestion = 0.720
post-dp-hpwl_um = 659
placed_cells_incl_taps = 86
numPortBuffers = 13
detailedPlace.worstSlack_ns = -1.12

[timing]
fmax_mhz = 432
postLayoutSetupSlackWorst_ns = -0.314
finalSetupViolations = 2
report.final.slew_viol_count = 0
layout_worst_path_cycle_share = 1.16
max_slew.worst_pin.slew_ns = 0.200
grt_setup_unrepaired = "true"
finalHoldViolations = 0
layout_min_cycle_time_ns = 2.31
relSlewSlack = 0.867

[run_status]
run_status = "complete, but fails checks"
failed_checks = "negative setup slack"

[clock_network]
cts_hold_repair.buffers = 0
## synthesized netlist by cell type
cell,count
sky130_fd_sc_hd__nand2_1,3
sky130_fd_sc_hd__ha_1,7
sky130_fd_sc_hd__xor2_1,2
sky130_fd_sc_hd__fa_1,2
sky130_fd_sc_hd__nand3_1,1
sky130_fd_sc_hd__xnor2_1,3
sky130_fd_sc_hd__a21o_1,1
sky130_fd_sc_hd__buf_4,1
sky130_fd_sc_hd__a21oi_2,2
## per-layer routing
metal	vias up	wire length (um)	track usage
li1	121	-	-
met5	-	0	0
met3	0	156	0.0182
met2	13	281	0.0369
met1	110	400	0.0374
met4	0	0	0
## worst max-delay path, delay by kind of cell
| kind | cells | cell delay (ns) |
|---|---|---|
| AND-OR/OR-AND | 1 | 0.12 |
| XOR/XNOR | 1 | 0.13 |
| adder cells (fa/ha/maj) | 3 | 0.88 |
| buffers and inverters | 3 | 0.34 |
| AND/OR/NAND/NOR | 1 | 0.04 |
## metrics by stage
step / util / instance area (um^2) / hold WS, ns / setup TNS, ns / power [W]
finish: 0.170 / 582 / 0.800 / -0.542 / 0.000189
floorplan: - / 245 / 0.866 / 0 / 0.0000572
CTS: 0.164 / 562 / 0.800 / -0.395 / 0.000178
global route: 0.170 / 582 / 0.800 / -0.693 / 0.000213
detailed placement: 0.138 / 470 / 0.800 / -4.02 / 0.000153
global placement: 0.138 / 470 / 0.800 / -3.99 / 0.000150
## what timing repair did
item | 4_1_cts | 5_1_grt
setup endpoints to repair | 6 | 4
hold endpoints to repair | 0 | 0
pin swaps | 15 | 4
setup buffers | 4 | 1
gates resized | 52 | 5
## power by group through the flow
stage | sequential [W] | clock, W | combinational (W)
final | 0 | 0 | 0.000189
after global routing | 0 | 0 | 0.000213
after CTS | 0 | 0 | 0.000178
## logic make-up (layout without fill, tap and decap cells)
logic type / count (synthesis) / count (layout) / share of synthesized area
adder cells (fa/ha/maj): 9 / 9 / 0.580
XOR/XNOR: 5 / 5 / 0.199
AND/OR/NAND/NOR: 4 / 4 / 0.0738
AND-OR/OR-AND: 3 / 3 / 0.114
buffers and inverters: 1 / 24 / 0.0341
## layout make-up
cell class,instances,area [um^2],area share
Multi-Input combinational cell,21,325,0.559
Tap cell,46,57.6,0.0989
Timing Repair Buffer,24,199,0.342
## worst max-delay path by stage
| stage | end | slack [ns] | depth (start not counted) |
|---|---|---|---|
| after CTS | bin[6] | -0.29 | 9 |
| after global routing | bin[6] | -0.41 | 9 |
| final | bin[6] | -0.31 | 9 |
Power figures rest on the tool's default switching activity, not on a simulated workload.
