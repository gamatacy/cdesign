`design/flow/design.v`:
```
`timescale 1ns / 1ps
module func(
	input rst_i,
	input clk_i,
	input [7:0] a_bi,
	input [7:0] b_bi,
	input start_i,
	output reg [10:0] y_bo,
	output busy_o
);
    localparam IDLE = 2'd0;
    localparam CBRT = 2'd1;
    localparam MUL = 2'd2;
    localparam SUM = 2'd3;
    localparam THREE = 8'h03;
    reg [1:0] state;
    reg start_cbrt = 0;
    wire [2:0] cbrt_res;
    wire [7:0] extended_cbrt_res;
    wire [7:0] shifted_cbrt_res;
    assign extended_cbrt_res = {5'b00000, cbrt_res[2:0]};
    assign shifted_cbrt_res = extended_cbrt_res << 1;
wire cbrt_busy;
    cbrt cbrt_b(
        .x_bi(b_bi),
        .rst_i(rst_i),
        .clk_i(clk_i),
        .start_i(start_cbrt),
        .y_bo(cbrt_res),
        .busy_o(cbrt_busy)
    );
    wire [10:0] mul_res;
    wire mul_busy;
    reg start_mul = 0;
    mul mul(
        .a_bi(a_bi),
        .b_bi(THREE),
        .busy_o(mul_busy),
        .y_bo(mul_res),
        .clk_i(clk_i),
        .rst_i(rst_i),
        .start_i(start_mul)
    );
    assign busy_o = (state != IDLE);
    always @(posedge clk_i) begin
        if (rst_i) begin
            y_bo <= 0;
            state <= IDLE;
        end else begin
            case (state)
                IDLE:
                    if (start_i) begin
                        start_cbrt <= 1;
                        y_bo <= 0;
                        state <= CBRT;
                    end
                CBRT:
                    if (start_cbrt) begin
                        start_cbrt <= 0;
                    end else if (!cbrt_busy) begin
                        start_mul <= 1;
                        state <= MUL;
                    end
                MUL:
                    if (start_mul) begin
                        start_mul <= 0;
                    end else if (!mul_busy) begin
                        state <= SUM;
                    end
                SUM:
                    begin
                        y_bo <= mul_res + shifted_cbrt_res;
                        state <= IDLE;
                    end
            endcase
        end
    end
endmodule
module mul(
	input clk_i,
	input rst_i,
	input [7:0]a_bi,
	input [7:0]b_bi,
	input start_i,
	output busy_o,
	output reg [15:0] y_bo	
);
	localparam IDLE = 1'b0;
	localparam WORK = 1'b1;
	reg state;
	assign busy_o = state;
	reg[3:0] counter;
	wire[7:0] part_sum;
	wire [15:0] shifted_part_sum;
	reg[7:0] a,b;
	wire[2:0] end_step;
	reg[15:0] part_res;
	assign part_sum = a & {8{b[counter]}};
	assign shifted_part_sum = part_sum << counter;
	assign end_step = (counter == 4'h8);
	always @(posedge clk_i) begin
		if (rst_i) begin
			counter <= 0;
			part_res <= 0;
			y_bo <= 0;
			state <= IDLE;
		end else begin
		case (state)
			IDLE:
			if (start_i) begin
				state <= WORK;
				a <= a_bi;
				b <= b_bi;
				counter <= 0;
				part_res <= 0;
			end
			WORK:
				begin
				if (end_step) begin
					state <= IDLE;
					y_bo <= part_res;
				end				
			part_res <= part_res +
			shifted_part_sum;
			counter <= counter + 1;
			end
		endcase
	end
end
endmodule
module cbrt(
	input clk_i,
	input rst_i,
	input start_i,
	input [7:0]x_bi,
	output busy_o,
	output reg [2:0] y_bo
);
	localparam IDLE = 2'd0;
	localparam SQUARING = 2'd1;
	localparam CUBING = 2'd2;
	reg [1:0] state;
	reg [7:0] a;
	reg [7:0] b;
	reg start_mul = 0;
	wire mul_busy;
	wire [15:0] mul_res;
	mul inner_mul(
		.rst_i(rst_i),
		.clk_i(clk_i),
		.a_bi(a),
		.b_bi(b),
		.start_i(start_mul),
		.busy_o(mul_busy),
		.y_bo(mul_res)
	);
	assign busy_o = (state != IDLE);
	always @(posedge clk_i) begin
	if (rst_i) begin
		a <= 0;
		b <= 0;
		state <= IDLE;
	end else begin
	case (state)
		IDLE:
		if (start_i) begin
			a <= 7;
			b <= 7;
			state <= SQUARING;
			start_mul <= 1;
		end
		SQUARING:
		if (start_mul) begin
			start_mul <= 0;
		end else if (!mul_busy) begin
			a <= mul_res;
			state <= CUBING;
			start_mul <= 1;
		end
		CUBING:
		if (start_mul) begin
			start_mul <= 0;
		end else if (!mul_busy) begin
		if (mul_res > x_bi) begin
			a <= b - 1;
			b <= b - 1;
			state <= SQUARING;
			start_mul <= 1;
		end else begin
		y_bo <= b;
		state <= IDLE;
		end
	end
	endcase
	end
end
endmodule
```
`design/flow/config.mk`:
```
export PLATFORM = sky130hd
export DESIGN_NAME = func
export DESIGN_NICKNAME = func
export VERILOG_FILES = /design/flow/design.v
export SDC_FILE = /design/flow/constraint.sdc
export NUM_CORES = 4
export LEC_CHECK = 1
export CORE_UTILIZATION = 30
```
`design/flow/run.sh`:
```
#!/bin/bash
# OpenROAD 26Q1-2900-gdf79404cd8, Yosys 0.63+post, stock flow scripts
make -C /OpenROAD-flow-scripts/flow DESIGN_CONFIG=/design/flow/config.mk WORK_HOME=/design/flow/orfs finish
```
`design/flow/constraint.sdc`:
```
current_design func

set clk_period 12.0
set clk_io_pct 0.2

create_clock -name clk0 -period $clk_period [get_ports {clk_i}]

set non_clock_inputs [all_inputs -no_clocks]
set_input_delay [expr $clk_period * $clk_io_pct] -clock clk0 $non_clock_inputs
set_output_delay [expr $clk_period * $clk_io_pct] -clock clk0 [all_outputs]
```
==> notes.org <==
#+TITLE: Flow metrics

** Outcome
- The run finished with clean final reports.

** Layout
- The area taken by multi-input combinational cells is reported as between 3000 and 4000 um2.
- Area growth from synthesis to layout :: 17.1%
- Fill count :: roughly 2.3k
- After routing the design area is a little over 8000 um2.
- Share of post-route cells with drive strength above 1 :: 6.81%
- Core Util, Final :: between 30% and 40%
- The layout report lists the combined flip-flop and latch area as between 2000 and 3000 um2.
- In the layout the commonest cells are sky130_fd_sc_hd__dfxtp_1 (95), sky130_fd_sc_hd__nand2_1 (93), sky130_fd_sc_hd__nor2_1 (86).
- The top cell type in the final layout, fill and taps aside, is sky130_fd_sc_hd__dfxtp_1.

** Synthesis
- Sequential elements use about two fifths of the synthesized area.
- Chip area line of the yosys report :: approximately 7000 um2
- Async S/R FF share, synth :: 0%
- Number of cell instances after yosys synthesis :: just over 800
- Yosys warning total :: 4
- Primary FF master, synth :: sky130_fd_sc_hd__dfxtp_1
- Post-synthesis cell area :: 7030 um2
- Flops out of synthesis :: 125
- After synthesis, the mean cell area works out to 8.71 um2.
- Distinct lib cells :: approximately 63
- The synthesized netlist handed to floorplanning was reported with a cell count of roughly 810.
- Counting flops with a built-in enable in the synthesized netlist gives 30.

** Global route
- Entering global routing, the biggest net connects just over 50 pins.
- The number of global-route vias before repair is about 5.3k.
- The number of antenna violations at the first check in global routing came to 0.
- All-layer global routing usage :: roughly 14%
- Gr ovfl total :: 0
- The first global-routing pass estimated ~27000 um of wire.

** Power
- Peak supply drop :: about 0.075 mV
- Total power per unit cell area :: around 170 nW/um2
- In this run, the clock network consumes a little under two fifths of the power.
- Share of power burned in combinational logic :: a little under a quarter
- Cell internal power was estimated by the tool at approximately 0.00092 W.
- Final total power :: 0.00136 W
- Sequential share of power :: a little under two fifths
- Share of total power consumed by net switching :: 32.7%
- Static power due to leakage :: about 3.2 nW
- Sw power :: 0.000445 W

** Floorplan
- The initialized floorplan defines roughly 55 standard-cell rows.
- The chip occupies approximately 24000 um2.
- In this run the vertical extent of the chip is ~160 um.
- Die X-Extent :: 155 um
- In this run the count of I/O pins placed on the die edge is 31.
- Share of the core filled by cells before placement :: between 30% and 40%
- The core region is roughly 23000 um2.

** Drt
- In the final routed layout, each cell accounts on average for between 10 and 15 um.
- # diodes :: 0
- The final layout contains routed wiring with a total length of approximately 16000 um.
- Initial drt markers :: about 370
- Routed via count :: 5691
- Number of iterations in the first detailed-routing pass :: 4
- Number of routed nets with antenna violations :: 0
- After detailed routing, the number of remaining DRC violations is 0.
- Via density per instance :: 4.95

** Setup path
- Path type of the worst setup path :: input port to flip-flop
- The worst setup path is launched from an input port.
- Cell depth of the worst flop-to-flop path :: 16
- STA puts the critical path data required time at ~12 ns.
- Data arrival time of the critical path :: approximately 5 ns
- The critical path maximum fanout is 8.
- Critical path endpoint category :: flip-flop

** Final timing
- Final period utilization :: 38.1%
- Counting pins that exceed their max-slew limit in the final report gives 0.
- Slew at the pin with the worst max-slew slack :: 0.768 ns
- Worst relative slew slack :: around 50%
- Post-Route Setup TNS :: 0 ns
- The final hold violation count recorded for this run is 0.
- Number of failing setup endpoints in the final timing report :: 0
- Achievable Freq :: 219 MHz
- Setup repair after global routing missed its margin :: false
- For the finished layout, the period the worst path requires is ~4.6 ns.
- Across the routed clock network, the largest skew measured is ~0.0098 ns.

** Clock tree
- Clock tree synthesis selected as its root buffer the cell sky130_fd_sc_hd__clkbuf_16.
- H-Tree Depth :: 4
- Once the clock tree was built, the resizer swapped 0 gates to a different size.
- Hold buffer count at cts :: 0
- # Post-CTS Setup Buffers :: 0
- CTS tree :: yes
- CTS buffer count :: 17
- Clock insertion delay at the later pin of the skew report :: 0.42 ns
- Maximum root-to-sink buffer count :: 2
- Looking at the worst setup and hold paths, the clock pins of their registers show a slew of approximately 0.06 ns.
- Number of sinks handled by clock tree synthesis :: about 130

** Hold path
- The worst hold path was traced through 0 stages.
- STA reports the tightest min-delay check as being of type flip-flop to flip-flop.

** Placed design
- Area of placed instances :: ~7600 um2
- Note, the detailed placer reported a final HPWL of around 12000 um.
- RD Place Congestion :: around 0.90
- I/O Buffers :: 30

** Job
- OpenROAD warnings :: 34
- Maxcap violations :: 0
[worst max-delay path, stage by stage]
cell and delay (ns):
sky130_fd_sc_hd__clkdlybuf4s50_1 0.45, sky130_fd_sc_hd__inv_1 0.05, sky130_fd_sc_hd__ha_1 0.30, sky130_fd_sc_hd__a21o_1 0.15
sky130_fd_sc_hd__a21oi_1 0.20, sky130_fd_sc_hd__o2111ai_1 0.14, sky130_fd_sc_hd__a21oi_1 0.48, sky130_fd_sc_hd__o22ai_1 0.35
sky130_fd_sc_hd__nand2b_1 0.24, sky130_fd_sc_hd__a21oi_1 0.14
[state kept, by name (all words and copies together), names as in the netlist]
signal / cells
cbrt_b.b: 8
cbrt_b.state: 2
cbrt_b.inner_mul.state: 1
start_mul: 1
cbrt_b.inner_mul.y_bo: 16
cbrt_b.y_bo: 3
cbrt_b.inner_mul.b: 8
mul.y_bo: 11
mul.state: 1
mul.counter: 4
mul.a: 8
cbrt_b.a: 8
start_cbrt: 1
state: 2
cbrt_b.inner_mul.part_res: 16
cbrt_b.inner_mul.a: 8
cbrt_b.start_mul: 1
y_bo: 11
cbrt_b.inner_mul.counter: 4
mul.part_res: 11
[path summary, 6_finish.rpt]
path | start | end | slack, ns
worst min-delay path | cbrt_b.a[3] | cbrt_b.inner_mul.a[3] | 0.43
worst min register to register | cbrt_b.a[3] | cbrt_b.inner_mul.a[3] | 0.43
worst max-delay path | b_bi[6] | cbrt_b.b[7] | 7.43
worst max register to register | cbrt_b.inner_mul.counter[2] | cbrt_b.inner_mul.part_res[14] | 7.78
[kinds of logic (layout without fill, tap and decap cells)]
family,Yosys count,after routing,share of synthesized area (%)
simple gates,292,292,19.8
compound gates,197,197,17.5
xor+xnor,29,29,3.62
buf+inv,81,111,4.40
mux,30,30,5.02
fa+ha+maj,53,53,9.76
flops,125,125,39.9
[layer usage]
layer  vias up  wire, um  track usage (%)
met5         -         0                0
met4         0       191             1.51
met3        11       616             2.92
met2        95      7390             22.5
met1      2679      8020             20.9
li1       2906         -                -
[Yosys cell counts, drive strengths merged, types with 4 or more instances]
library cell	n	area, um2
dfxtp	95	1900
nand2	93	349
nor2	86	323
a21oi	84	420
ha	50	626
inv	39	146
clkbuf	35	133
edfxtp	30	901
o21ai	26	130
mux2i	24	240
nand2b	21	131
a22oi	19	143
nand3	18	90.1
xnor2	17	149
nor3b	15	113
xor2	12	105
a21o	10	75.1
nor2b	10	62.6
nor3	10	50.1
and2	9	56.3
a31oi	8	50.1
a211oi	6	45.0
a22o	6	52.6
a311oi	6	52.6
buf	6	26.3
and3	5	31.3
or2	5	31.3
mux4	4	90.1
nor4	4	25.0
o21bai	4	30.0
[power by group through the flow]
stage	Clock (W)	Sequential [W]	Combinational, W
4_1_cts	0.000528	0.000519	0.000328
5_1_grt	0.000544	0.000525	0.000369
6_report	0.000516	0.000518	0.000327
[layout make-up]
type                    instances  area share [%]
clock buffers                  20            5.95
clock inverters                12            1.31
inverters                      40            1.83
multi-input cells             601            47.6
flip-flops and latches        125            34.1
well taps                     313            4.76
repair buffers                 39            4.44
[metrics by stage]
step | hold slack [ns] | cells | worst slack (ns)
floorplan | 0.409 | 807 | 7.58
global placement | 0.419 | 1118 | 7.07
detailed placement | 0.418 | 1118 | 7.05
CTS | 0.435 | 1150 | 7.46
global route | 0.445 | 1150 | 7.22
finish | 0.431 | 1150 | 7.43
No activity file was given, so power comes from the tool's default toggle rates.
